`flow/constraint.sdc`:
```
current_design Minilab0

set clk_period 13.8
set clk_io_pct 0.2

create_clock -name clk0 -period $clk_period [get_ports {CLOCK_50}]

set non_clock_inputs [all_inputs -no_clocks]
set_input_delay [expr $clk_period * $clk_io_pct] -clock clk0 $non_clock_inputs
set_output_delay [expr $clk_period * $clk_io_pct] -clock clk0 [all_outputs]
```
`flow/run.sh`:
```
#!/bin/bash
# OpenROAD 26Q1-2900-gdf79404cd8, Yosys 0.63+post, stock flow scripts
make -C /OpenROAD-flow-scripts/flow DESIGN_CONFIG=/design/flow/config.mk WORK_HOME=/design/flow/orfs finish
```
`flow/config.mk`:
```
export PLATFORM = sky130hd
export DESIGN_NAME = Minilab0
export DESIGN_NICKNAME = Minilab0
export VERILOG_FILES = /design/flow/design.v
export SDC_FILE = /design/flow/constraint.sdc
export NUM_CORES = 4
export LEC_CHECK = 1
export CORE_UTILIZATION = 40
```
`flow/design.v`:
```
module Minilab0(
	input 		          		CLOCK2_50,
	input 		          		CLOCK3_50,
	input 		          		CLOCK4_50,
	input 		          		CLOCK_50,
	output	reg	     [6:0]		HEX0,
	output	reg	     [6:0]		HEX1,
	output	reg	     [6:0]		HEX2,
	output	reg	     [6:0]		HEX3,
	output	reg	     [6:0]		HEX4,
	output	reg	     [6:0]		HEX5,
	output		     [9:0]		LEDR,
	input 		     [3:0]		KEY,
	input 		     [9:0]		SW
);
localparam DATA_WIDTH = 8;
localparam DEPTH = 8;
localparam FILL = 2'd0;
localparam EXEC = 2'd1;
localparam DONE = 2'd2;
parameter HEX_0 = 7'b1000000;		 
parameter HEX_1 = 7'b1111001;		 
parameter HEX_2 = 7'b0100100;		 
parameter HEX_3 = 7'b0110000;		 
parameter HEX_4 = 7'b0011001;		 
parameter HEX_5 = 7'b0010010;		 
parameter HEX_6 = 7'b0000010;		 
parameter HEX_7 = 7'b1111000;		 
parameter HEX_8 = 7'b0000000;		 
parameter HEX_9 = 7'b0011000;		 
parameter HEX_10 = 7'b0001000;	 
parameter HEX_11 = 7'b0000011;	 
parameter HEX_12 = 7'b1000110;	 
parameter HEX_13 = 7'b0100001;	 
parameter HEX_14 = 7'b0000110;	 
parameter HEX_15 = 7'b0001110;	 
parameter OFF   = 7'b1111111;		 
reg [1:0] state;
reg [DATA_WIDTH-1:0] datain [0:1];
reg [DATA_WIDTH*3-1:0] result;
wire rst_n;
wire [1:0] rden, wren, full, empty;
wire [DATA_WIDTH-1:0] dataout [0:1];
wire [DATA_WIDTH*3-1:0] macout;
genvar i;
generate
  for (i=0; i<2; i=i+1) begin : fifo_gen
    FIFO
    #(
    .DEPTH(DEPTH),
    .DATA_WIDTH(DATA_WIDTH)
    ) input_fifo
    (
    .clk(CLOCK_50),
    .rst_n(rst_n),
    .rden(rden[i]),
    .wren(wren[i]),
    .i_data(datain[i]),
    .o_data(dataout[i]),
    .full(full[i]),
    .empty(empty[i])
    );
  end
endgenerate
MAC
#(
.DATA_WIDTH(DATA_WIDTH)
) mac
(
.clk(CLOCK_50),
.rst_n(rst_n),
.En(&rden),
.Clr(1'b0),
.Ain(dataout[0]),
.Bin(dataout[1]),
.Cout(macout)
);
assign rst_n = KEY[0];
assign wren[0] = state == FILL;
assign wren[1] = wren[0];
assign rden[0] = state == EXEC;
assign rden[1] = rden[0];
integer j;
always @(posedge CLOCK_50 or negedge rst_n) begin
  if (~rst_n) begin
    state <= FILL;
	 result <= {(DATA_WIDTH*3){1'b0}};
	 for (j=0; j<2; j=j+1) begin
	   datain[j] <= {DATA_WIDTH{1'b0}};
	 end
  end
  else begin
    case(state)
	   FILL:
		begin
		  if (full) begin
		    state <= EXEC;
		  end
		  else begin
		    datain[0] <= datain[0] + 5;
			 datain[1] <= datain[1] + 10;
		  end
	   end	
		EXEC:
		begin
		  if (empty) begin
		    state <= DONE;
		  end
		end
		DONE:
		begin
		  result <= macout;
		end
	 endcase
  end
end
always @(*) begin
  if (state == DONE & SW[0]) begin
    case(macout[3:0])
      4'd0: HEX0 = HEX_0;
	   4'd1: HEX0 = HEX_1;
	   4'd2: HEX0 = HEX_2;
	   4'd3: HEX0 = HEX_3;
	   4'd4: HEX0 = HEX_4;
	   4'd5: HEX0 = HEX_5;
	   4'd6: HEX0 = HEX_6;
	   4'd7: HEX0 = HEX_7;
	   4'd8: HEX0 = HEX_8;
	   4'd9: HEX0 = HEX_9;
	   4'd10: HEX0 = HEX_10;
	   4'd11: HEX0 = HEX_11;
	   4'd12: HEX0 = HEX_12;
	   4'd13: HEX0 = HEX_13;
	   4'd14: HEX0 = HEX_14;
	   4'd15: HEX0 = HEX_15;
    endcase
  end
  else begin
    HEX0 = OFF;
  end
end
always @(*) begin
  if (state == DONE & SW[0]) begin
    case(macout[7:4])
      4'd0: HEX1 = HEX_0;
	   4'd1: HEX1 = HEX_1;
	   4'd2: HEX1 = HEX_2;
	   4'd3: HEX1 = HEX_3;
	   4'd4: HEX1 = HEX_4;
	   4'd5: HEX1 = HEX_5;
	   4'd6: HEX1 = HEX_6;
	   4'd7: HEX1 = HEX_7;
	   4'd8: HEX1 = HEX_8;
	   4'd9: HEX1 = HEX_9;
	   4'd10: HEX1 = HEX_10;
	   4'd11: HEX1 = HEX_11;
	   4'd12: HEX1 = HEX_12;
	   4'd13: HEX1 = HEX_13;
	   4'd14: HEX1 = HEX_14;
	   4'd15: HEX1 = HEX_15;
    endcase
  end
  else begin
    HEX1 = OFF;
  end
end
always @(*) begin
  if (state == DONE & SW[0]) begin
    case(macout[11:8])
      4'd0: HEX2 = HEX_0;
	   4'd1: HEX2 = HEX_1;
	   4'd2: HEX2 = HEX_2;
	   4'd3: HEX2 = HEX_3;
	   4'd4: HEX2 = HEX_4;
	   4'd5: HEX2 = HEX_5;
	   4'd6: HEX2 = HEX_6;
	   4'd7: HEX2 = HEX_7;
	   4'd8: HEX2 = HEX_8;
	   4'd9: HEX2 = HEX_9;
	   4'd10: HEX2 = HEX_10;
	   4'd11: HEX2 = HEX_11;
	   4'd12: HEX2 = HEX_12;
	   4'd13: HEX2 = HEX_13;
	   4'd14: HEX2 = HEX_14;
	   4'd15: HEX2 = HEX_15;
    endcase
  end
  else begin
    HEX2 = OFF;
  end
end
always @(*) begin
  if (state == DONE & SW[0]) begin
    case(macout[15:12])
      4'd0: HEX3 = HEX_0;
	   4'd1: HEX3 = HEX_1;
	   4'd2: HEX3 = HEX_2;
	   4'd3: HEX3 = HEX_3;
	   4'd4: HEX3 = HEX_4;
	   4'd5: HEX3 = HEX_5;
	   4'd6: HEX3 = HEX_6;
	   4'd7: HEX3 = HEX_7;
	   4'd8: HEX3 = HEX_8;
	   4'd9: HEX3 = HEX_9;
	   4'd10: HEX3 = HEX_10;
	   4'd11: HEX3 = HEX_11;
	   4'd12: HEX3 = HEX_12;
	   4'd13: HEX3 = HEX_13;
	   4'd14: HEX3 = HEX_14;
	   4'd15: HEX3 = HEX_15;
    endcase
  end
  else begin
    HEX3 = OFF;
  end
end
always @(*) begin
  if (state == DONE & SW[0]) begin
    case(macout[19:16])
      4'd0: HEX4 = HEX_0;
	   4'd1: HEX4 = HEX_1;
	   4'd2: HEX4 = HEX_2;
	   4'd3: HEX4 = HEX_3;
	   4'd4: HEX4 = HEX_4;
	   4'd5: HEX4 = HEX_5;
	   4'd6: HEX4 = HEX_6;
	   4'd7: HEX4 = HEX_7;
	   4'd8: HEX4 = HEX_8;
	   4'd9: HEX4 = HEX_9;
	   4'd10: HEX4 = HEX_10;
	   4'd11: HEX4 = HEX_11;
	   4'd12: HEX4 = HEX_12;
	   4'd13: HEX4 = HEX_13;
	   4'd14: HEX4 = HEX_14;
	   4'd15: HEX4 = HEX_15;
    endcase
  end
  else begin
    HEX4 = OFF;
  end
end
always @(*) begin
  if (state == DONE & SW[0]) begin
    case(macout[23:20])
      4'd0: HEX5 = HEX_0;
	   4'd1: HEX5 = HEX_1;
	   4'd2: HEX5 = HEX_2;
	   4'd3: HEX5 = HEX_3;
	   4'd4: HEX5 = HEX_4;
	   4'd5: HEX5 = HEX_5;
	   4'd6: HEX5 = HEX_6;
	   4'd7: HEX5 = HEX_7;
	   4'd8: HEX5 = HEX_8;
	   4'd9: HEX5 = HEX_9;
	   4'd10: HEX5 = HEX_10;
	   4'd11: HEX5 = HEX_11;
	   4'd12: HEX5 = HEX_12;
	   4'd13: HEX5 = HEX_13;
	   4'd14: HEX5 = HEX_14;
	   4'd15: HEX5 = HEX_15;
    endcase
  end
  else begin
    HEX5 = OFF;
  end
end
assign LEDR = {{8{1'b0}}, state};
endmodule
module FIFO
#(
  parameter DEPTH=8,
  parameter DATA_WIDTH=8
)
(
  input  clk,
  input  rst_n,
  input  rden,
  input  wren,
  input  [DATA_WIDTH-1:0] i_data,
  output [DATA_WIDTH-1:0] o_data,
  output full,
  output empty
);
  logic [DATA_WIDTH-1:0] mem [0:DEPTH-1];
  logic [$clog2(DEPTH):0] wr_ptr;
  logic [$clog2(DEPTH):0] rd_ptr;
  assign full = (wr_ptr[$clog2(DEPTH)] != rd_ptr[$clog2(DEPTH)]) &&
                (wr_ptr[$clog2(DEPTH)-1:0] == rd_ptr[$clog2(DEPTH)-1:0]);
  assign empty = (wr_ptr == rd_ptr);
  assign o_data = mem[rd_ptr[$clog2(DEPTH)-1:0]];
  always @(posedge clk or negedge rst_n) begin
    if (~rst_n) begin
      wr_ptr <= {($clog2(DEPTH)+1){1'b0}};
    end
    else if (wren && !full) begin
      mem[wr_ptr[$clog2(DEPTH)-1:0]] <= i_data;
      wr_ptr <= wr_ptr + 1'b1;
    end
  end
  always @(posedge clk or negedge rst_n) begin
    if (~rst_n) begin
      rd_ptr <= {($clog2(DEPTH)+1){1'b0}};
    end
    else if (rden && !empty) begin
      rd_ptr <= rd_ptr + 1'b1;
    end
  end
endmodule
module MAC #
(
parameter DATA_WIDTH = 8
)
(
input clk,
input rst_n,
input En,
input Clr,
input [DATA_WIDTH-1:0] Ain,
input [DATA_WIDTH-1:0] Bin,
output [DATA_WIDTH*3-1:0] Cout
);
  logic [DATA_WIDTH*3-1:0] accumulator;
  logic [DATA_WIDTH*2-1:0] product;
  assign product = Ain * Bin;
  assign Cout = accumulator;
  always @(posedge clk or negedge rst_n) begin
    if (~rst_n) begin
      accumulator <= {(DATA_WIDTH*3){1'b0}};
    end
    else if (Clr) begin
      accumulator <= {(DATA_WIDTH*3){1'b0}};
    end
    else if (En) begin
      accumulator <= accumulator + product;
    end
  end
endmodule
```
==> flow_metrics.py <==
# Metrics from the implementation run
metrics = {
    "hold_path": {
        "whs_path_depth": 1,
        "hold_end": "fifo_gen[0].input_fifo.rd_ptr[3]$_DFFE_PN0P_",
        "min_from": "fifo_gen[0].input_fifo.rd_ptr[3]$_DFFE_PN0P_",
        "hp-class": "flop to flop",
    },
    "global_route": {
        "use_met2_pct": 26.8,
        "grt.total_usage_pct": 17.0,
        "overflow": 0,
        "grt_pass1_wl_um": 36600,
        "use_met3_pct": 5.08,
        "grt_antenna_before_repair": 0,
        "grtUsageMet1_pct": 25.3,
        "grt_busiest_layer": "met2",
        "grt_pass1_vias": 7253,
        "grt_max_degree": 38,
    },
    "floorplanning": {
        "dieArea_um2": 28300,
        "fp_util_pct": 41.0,
        "die_w_um": 168,
        "rows": 60,
        "core_area_um2": 27000,
        "ios": 70,
        "die_h_um": 168,
    },
    "cts": {
        "tritoncts": "done",
        "clock_sinks": 176,
        "clk_latency_ns": 0.43,
        "cts_max_level": 4,
        "cts_resized": 0,
        "cts-hold-fix-buffers": 0,
        "cts_buffers": 17,
        "root_buffer": "clkbuf_16",
        "post_cts_buffers": 0,
        "clock_path_buffers": 2,
        "clkSlewWorstSetupHoldPaths_ns": 0.07,
    },
    "critical_path": {
        "crit_slowest_cell": "clkdlybuf4s50_1",
        "worst_path_dominant_cell_family": "buffers and inverters",
        "crit_top_cell": "clkdlybuf4s50_1",
        "cp.arrival_ns": 4.62,
        "max_stage_delay_ns": 0.45,
        "timing.rr.end": "mac.accumulator[11]$_DFFE_PN0P_",
        "crit_type": "input pin to output port",
        "reg2reg_depth": 17,
        "path_cells": "clkdlybuf4s50_1, nand2_1, nor2_2, buf_4, o311ai_0, clkdlybuf4s50_1",
        "crit_cells": 6,
        "worstPathMaxFanout": 28,
        "path_buffers": 3,
        "end_kind": "output port",
        "r2r-start": "fifo_gen[0].input_fifo.rd_ptr[1]$_DFFE_PN0P_",
        "crit_required_ns": 11.04,
        "rrSetupSlack_ns": 7.44,
        "start_kind": "input pin",
    },
    "placed_design": {
        "place_inst": 1352,
        "dp_slack_ns": 6.40,
        "dp_hpwl_um": 15800,
        "io_buffers": 46,
        "dpl-instance-area_um2": 11800,
        "gp_congestion": 0.847,
    },
    "route": {
        "drt_iter0_drc": 324,
        "vias_per_cell": 5.27,
        "ant_nets": 0,
        "wire_per_inst_um": 15.6,
        "antenna_cells": 0,
        "drt_first_pass_iters": 5,
        "totalWireLength_um": 21500,
        "drc_errors": 0,
        "vias": 7293,
    },
    "synth": {
        "simple_gate_share_pct": 11.4,
        "yosys-top-cells-count": "edfxtp_1, inv_1, ha_1",
        "ys_cells": 994,
        "netlist.area_leader.share_pct": 32.5,
        "ys_area_um2": 11100,
        "synthCells": 994,
        "netlist_area_um2": 11100,
        "synthTopCellsByArea": "edfxtp_1, dfrtp_1, ha_1, fa_1, inv_1",
        "ys_sh_mux_pct": 2.33,
        "logic_family": "adder cells",
        "ys_sh_xor_pct": 3.16,
        "top_area_cell": "edfxtp_1",
        "yosysUniqueCellTypes": 72,
        "synth-edff-count": 120,
        "ys_async_sr_fraction_pct": 31.8,
        "synth-main-ff-cell": "edfxtp_1",
        "adder_share_pct": 18.5,
        "ys_seq_share_pct": 45.2,
        "post_synth_ao_oa_area_fraction_pct": 13.8,
        "avgSynthCellArea_um2": 11.1,
        "yosysWarnings": 6,
        "synth_top_cell_by_count": "edfxtp_1",
        "ys.flops": 176,
    },
    "sta": {
        "max_freq_mhz": 136,
        "worstMarginPinSlew_ns": 0.777,
        "maxSlewViolCount": 0,
        "min_period_ns": 7.38,
        "finalClockSkew_ns": 0.0142,
        "hold_violations": 0,
        "tns_ns": 0,
        "rsz0062_at_grt": "false",
        "max_slew_margin_pct": 48.2,
        "fin_crit_sh_pct": 53.5,
        "setup_viol": 0,
        "finalWorstSetupSlack_ns": 6.42,
    },
    "run": {
        "cap_violations": 0,
        "warning_count": 76,
    },
    "pwr": {
        "powerDensity_nw_per_um2": 84.9,
        "p_leak_nw": 4.98,
        "swShare_pct": 22.9,
        "power_switching_mw": 0.242,
        "combinationalPowerShare_pct": 1.5,
        "clkPwrFrac_pct": 45.6,
        "ir_worst_vdd_v": 0.0000748,
        "p_seq_share_pct": 52.9,
        "p_int_mw": 0.814,
    },
    "final_layout": {
        "final_cell_area_um2": 12400,
        "stdcell_count": 1384,
        "synthToLayoutAreaGrowth_pct": 12.3,
        "drive_gt1_share_pct": 6.71,
        "fillers": 2410,
    },
    "status": {
        "status": "complete, no violations",
    },
}
[how the worst max path moves through the flow]
stage,startpoint,to
CTS,SW[0],HEX3[6]
global route,SW[0],HEX3[6]
finish,SW[0],HEX3[6]
[power groups by stage]
stage | Sequential (mW) | Combinational, mW | Clock (mW)
4_1_cts | 0.558 | 0.0169 | 0.490
5_1_grt | 0.558 | 0.0187 | 0.512
6_report | 0.558 | 0.0162 | 0.481
[layer usage]
metal / part of all wire (%) / wire length (um) / up-vias
met5: 0 / 0 / -
li1: - / - / 3618
met1: 46 / 9810 / 3475
met4: 1.4 / 291 / 0
met2: 47 / 10100 / 180
met3: 6.1 / 1310 / 20
[layout by cell type, fill, tap and decap left out, drive strengths merged, types with 6 or more instances in the layout]
master / count
edfxtp: 120
mux2i: 8
fa: 43
clkdlybuf4s50: 45
clkinv: 12
clkbuf: 17
nand2b: 18
nand4: 8
buf: 8
a21o: 14
inv: 109
o211ai: 31
mux2: 14
a21oi: 34
xor2: 11
conb: 8
ha: 95
xnor2: 29
a22oi: 9
or2: 12
o21a: 6
nand2: 66
and3: 15
o311ai: 17
o21ai: 46
dfrtp: 56
a222oi: 11
nor2b: 11
nand3: 28
nor2: 70
a221oi: 10
[final cells by class]
class / count / area, um2 / share of cell area [%]
Inverter: 106 / 398 / 3.20
Clock inverter: 15 / 194 / 1.56
Timing Repair Buffer: 53 / 508 / 4.09
Clock buffer: 17 / 425 / 3.42
Multi-Input combinational cell: 676 / 5470 / 44.0
Tap cell: 341 / 427 / 3.43
Sequential cell: 176 / 5000 / 40.3
[through the flow]
stage                     power [mW]  hold slack (ns)  utilization, %
after CTS                       1.06            0.492            46.0
after floorplan                0.574            0.460               -
after global routing            1.09            0.506            46.0
after detailed placement       0.587            0.483            43.7
final                           1.06            0.488            46.0
after global placement         0.587            0.476            43.7
[logic make-up (layout without fill, tap and decap cells)]
group                      count (synthesis)  in the layout
AOI/OAI and AO/OA                        212            212
xor gates and xnor gates                  40             40
adders and majority gates                138            138
buffers and inverters                    149            191
DFF                                      176            176
muxes                                     22             22
other                                      1              8
and+or+nand+nor                          256            256
[registers in the layout, summed over array words and instances (netlist names)]
| register | count |
|---|---|
| datain | 15 |
| fifo_gen.input_fifo.mem | 120 |
| fifo_gen.input_fifo.rd_ptr | 8 |
| fifo_gen.input_fifo.wr_ptr | 8 |
| mac.accumulator | 23 |
| state | 2 |
Power figures rest on the tool's default switching activity, not on a simulated workload.
