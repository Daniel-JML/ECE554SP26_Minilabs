File: design/flow/run.sh
#!/bin/bash
# OpenROAD 26Q1-2900-gdf79404cd8, Yosys 0.63+post, stock flow scripts
make -C /OpenROAD-flow-scripts/flow DESIGN_CONFIG=/design/flow/config.mk WORK_HOME=/design/flow/orfs finish
File: design/flow/config.mk
export PLATFORM = sky130hd
export DESIGN_NAME = lab3_spart
export DESIGN_NICKNAME = lab3_spart
export VERILOG_FILES = /design/flow/design.v
export SDC_FILE = /design/flow/constraint.sdc
export NUM_CORES = 4
export LEC_CHECK = 1
export CORE_UTILIZATION = 30
File: design/flow/constraint.sdc
current_design lab3_spart

set clk_period 7.7
set clk_io_pct 0.2

create_clock -name clk0 -period $clk_period [get_ports {CLOCK_50}]

set non_clock_inputs [all_inputs -no_clocks]
set_input_delay [expr $clk_period * $clk_io_pct] -clock clk0 $non_clock_inputs
set_output_delay [expr $clk_period * $clk_io_pct] -clock clk0 [all_outputs]
File: design/flow/design.v
module driver(
    input        clk,
    input        rst,
    input  [1:0] br_cfg,
    output       iocs,
    output       iorw,
    input        rda,
    input        tbr,
    output [1:0] ioaddr,
    inout  [7:0] databus
);
    localparam [15:0] DIV_4800  = 16'd650;
    localparam [15:0] DIV_9600  = 16'd325;
    localparam [15:0] DIV_19200 = 16'd162;
    localparam [15:0] DIV_38400 = 16'd80;
    localparam [2:0] INIT_LOW  = 3'd0;   
    localparam [2:0] INIT_HIGH = 3'd1;   
    localparam [2:0] IDLE      = 3'd2;   
    localparam [2:0] READ      = 3'd3;   
    localparam [2:0] WAIT_TBR  = 3'd4;   
    localparam [2:0] WRITE     = 3'd5;   
    reg [2:0] state;
    reg [7:0] rx_data;   
    reg [15:0] divisor;
    always @(*) begin
        case (br_cfg)
            2'b00: divisor = DIV_4800;
            2'b01: divisor = DIV_9600;
            2'b10: divisor = DIV_19200;
            2'b11: divisor = DIV_38400;
        endcase
    end
    always @(posedge clk or posedge rst) begin
        if (rst) begin
            state   <= INIT_LOW;
            rx_data <= 8'h00;
        end else begin
            case (state)
                INIT_LOW:  state <= INIT_HIGH;
                INIT_HIGH: state <= IDLE;
                IDLE:      if (rda) state <= READ;
                READ: begin
                    rx_data <= databus;    
                    state   <= WAIT_TBR;
                end
                WAIT_TBR:  if (tbr) state <= WRITE;
                WRITE:     state <= IDLE;
                default:   state <= INIT_LOW;
            endcase
        end
    end
    assign iocs = (state == INIT_LOW)  || (state == INIT_HIGH) ||
                  (state == READ)      || (state == WRITE);
    assign iorw = (state == READ);   
    assign ioaddr = (state == INIT_LOW)  ? 2'b10 :    
                    (state == INIT_HIGH) ? 2'b11 :    
                    2'b00;                             
    reg [7:0] db_drive;
    always @(*) begin
        case (state)
            INIT_LOW:  db_drive = divisor[7:0];    
            INIT_HIGH: db_drive = divisor[15:8];   
            WRITE:     db_drive = rx_data;          
            default:   db_drive = 8'h00;
        endcase
    end
    assign databus = (iocs && !iorw) ? db_drive : 8'hzz;
endmodule
module lab3_spart(
    input               CLOCK_50,
    input               CLOCK2_50,
    input               CLOCK3_50,
    input               CLOCK4_50,
    output reg   [6:0]  HEX0,
    output reg   [6:0]  HEX1,
    output reg   [6:0]  HEX2,
    output reg   [6:0]  HEX3,
    output reg   [6:0]  HEX4,
    output reg   [6:0]  HEX5,
    input        [3:0]  KEY,
    output		   [9:0]		LEDR,
    input        [9:0]  SW,
    inout       [35:0]  GPIO
);
wire txd;
wire rxd;
wire iocs;
wire iorw;
wire rda;
wire tbr;
wire [1:0] ioaddr;
wire [7:0] databus;
wire [1:0] br_cfg;
wire rst = ~KEY[0];
assign LEDR = {~rxd,~txd,7'b0,rst};
assign GPIO[3] = txd;
assign rxd = GPIO[5];
assign br_cfg = SW[9:8];
spart spart0(   .clk(CLOCK_50),
                .rst(rst),
                .iocs(iocs),
                .iorw(iorw),
                .rda(rda),
                .tbr(tbr),
                .ioaddr(ioaddr),
                .databus(databus),
                .txd(txd),
                .rxd(rxd)
            );
driver driver0( .clk(CLOCK_50),
                .rst(rst),
                .br_cfg(br_cfg),
                .iocs(iocs),
                .iorw(iorw),
                .rda(rda),
                .tbr(tbr),
                .ioaddr(ioaddr),
                .databus(databus)
            );
always@(*) begin
	case (br_cfg)
        2'b00 : begin  
            HEX5 = 7'b1111111;
            HEX4 = 7'b1111111;
            HEX3 = 7'b0011001;  
            HEX2 = 7'b0000000;  
            HEX1 = 7'b1000000;  
            HEX0 = 7'b1000000;  
        end
		2'b01 : begin  
            HEX5 = 7'b1111111;
            HEX4 = 7'b1111111;
            HEX3 = 7'b0010000;  
            HEX2 = 7'b0000010;  
            HEX1 = 7'b1000000;  
            HEX0 = 7'b1000000;  
        end
        2'b10 : begin  
            HEX5 = 7'b1111111;
            HEX4 = 7'b1111001;  
            HEX3 = 7'b0010000;  
            HEX2 = 7'b0100100;  
            HEX1 = 7'b1000000;  
            HEX0 = 7'b1000000;  
        end
        2'b11 : begin  
            HEX5 = 7'b1111111;
            HEX4 = 7'b0110000;  
            HEX3 = 7'b0000000;  
            HEX2 = 7'b0011001;  
            HEX1 = 7'b1000000;  
            HEX0 = 7'b1000000;  
        end
        default : begin
            HEX5 = 7'b1111111;
            HEX4 = 7'b1111111;
            HEX3 = 7'b1111111;
            HEX2 = 7'b1111111;
            HEX1 = 7'b1111111;
            HEX0 = 7'b1111111;
        end
    endcase
end
endmodule
module spart(
    input        clk,
    input        rst,
    input        iocs,
    input        iorw,
    output       rda,
    output       tbr,
    input  [1:0] ioaddr,
    inout  [7:0] databus,
    output       txd,
    input        rxd
);
    localparam [15:0] DEFAULT_DIVISOR = 16'd325;
    reg [15:0] divisor_buf;
    always @(posedge clk or posedge rst) begin
        if (rst)
            divisor_buf <= DEFAULT_DIVISOR;
        else if (iocs && !iorw) begin
            case (ioaddr)
                2'b10: divisor_buf[7:0]  <= databus;    
                2'b11: divisor_buf[15:8] <= databus;    
                default: ;
            endcase
        end
    end
    reg  [15:0] baud_cnt;
    wire        baud_en = (baud_cnt == 16'd0);
    always @(posedge clk or posedge rst) begin
        if (rst)
            baud_cnt <= DEFAULT_DIVISOR;
        else if (baud_en)
            baud_cnt <= divisor_buf;       
        else
            baud_cnt <= baud_cnt - 1'b1;
    end
    localparam TX_IDLE  = 2'b00;
    localparam TX_START = 2'b01;
    localparam TX_DATA  = 2'b10;
    localparam TX_STOP  = 2'b11;
    reg [1:0] tx_state;
    reg [7:0] tx_buf;         
    reg       tx_buf_valid;   
    reg [7:0] tx_shift;       
    reg [2:0] tx_bit_cnt;     
    reg [3:0] tx_baud_cnt;    
    reg       txd_reg;
    assign txd = txd_reg;
    assign tbr = ~tx_buf_valid;   
    always @(posedge clk or posedge rst) begin
        if (rst) begin
            tx_state     <= TX_IDLE;
            tx_buf       <= 8'h00;
            tx_buf_valid <= 1'b0;
            tx_shift     <= 8'h00;
            tx_bit_cnt   <= 3'd0;
            tx_baud_cnt  <= 4'd0;
            txd_reg      <= 1'b1;    
        end else begin
            if (iocs && !iorw && (ioaddr == 2'b00)) begin
                tx_buf       <= databus;
                tx_buf_valid <= 1'b1;
            end
            case (tx_state)
                TX_IDLE: begin
                    txd_reg <= 1'b1;
                    if (tx_buf_valid) begin
                        tx_shift     <= tx_buf;    
                        tx_buf_valid <= 1'b0;      
                        tx_baud_cnt  <= 4'd0;
                        tx_state     <= TX_START;
                    end
                end
                TX_START: begin
                    txd_reg <= 1'b0;               
                    if (baud_en) begin
                        if (tx_baud_cnt == 4'd15) begin
                            tx_baud_cnt <= 4'd0;
                            tx_bit_cnt  <= 3'd0;
                            tx_state    <= TX_DATA;
                        end else
                            tx_baud_cnt <= tx_baud_cnt + 1'b1;
                    end
                end
                TX_DATA: begin
                    txd_reg <= tx_shift[0];        
                    if (baud_en) begin
                        if (tx_baud_cnt == 4'd15) begin
                            tx_baud_cnt <= 4'd0;
                            if (tx_bit_cnt == 3'd7) begin
                                tx_state <= TX_STOP;
                            end else begin
                                tx_bit_cnt <= tx_bit_cnt + 1'b1;
                                tx_shift   <= tx_shift >> 1;   
                            end
                        end else
                            tx_baud_cnt <= tx_baud_cnt + 1'b1;
                    end
                end
                TX_STOP: begin
                    txd_reg <= 1'b1;               
                    if (baud_en) begin
                        if (tx_baud_cnt == 4'd15) begin
                            tx_baud_cnt <= 4'd0;
                            tx_state    <= TX_IDLE;
                        end else
                            tx_baud_cnt <= tx_baud_cnt + 1'b1;
                    end
                end
            endcase
        end
    end
    reg rxd_s1, rxd_s2;
    always @(posedge clk or posedge rst) begin
        if (rst) begin
            rxd_s1 <= 1'b1;
            rxd_s2 <= 1'b1;
        end else begin
            rxd_s1 <= rxd;
            rxd_s2 <= rxd_s1;
        end
    end
    localparam RX_IDLE  = 2'b00;
    localparam RX_START = 2'b01;
    localparam RX_DATA  = 2'b10;
    localparam RX_STOP  = 2'b11;
    reg [1:0] rx_state;
    reg [7:0] rx_shift;       
    reg [7:0] rx_buf;         
    reg [2:0] rx_bit_cnt;     
    reg [3:0] rx_baud_cnt;    
    reg       rda_reg;        
    assign rda = rda_reg;
    always @(posedge clk or posedge rst) begin
        if (rst) begin
            rx_state    <= RX_IDLE;
            rx_shift    <= 8'h00;
            rx_buf      <= 8'h00;
            rx_bit_cnt  <= 3'd0;
            rx_baud_cnt <= 4'd0;
            rda_reg     <= 1'b0;
        end else begin
            if (iocs && iorw && (ioaddr == 2'b00))
                rda_reg <= 1'b0;
            case (rx_state)
                RX_IDLE: begin
                    if (!rxd_s2) begin
                        rx_state    <= RX_START;
                        rx_baud_cnt <= 4'd0;
                    end
                end
                RX_START: begin
                    if (baud_en) begin
                        if (rx_baud_cnt == 4'd7) begin
                            if (!rxd_s2) begin
                                rx_state    <= RX_DATA;
                                rx_bit_cnt  <= 3'd0;
                                rx_baud_cnt <= 4'd0;
                            end else begin
                                rx_state <= RX_IDLE;
                            end
                        end else
                            rx_baud_cnt <= rx_baud_cnt + 1'b1;
                    end
                end
                RX_DATA: begin
                    if (baud_en) begin
                        if (rx_baud_cnt == 4'd15) begin
                            rx_shift    <= {rxd_s2, rx_shift[7:1]};
                            rx_baud_cnt <= 4'd0;
                            if (rx_bit_cnt == 3'd7)
                                rx_state <= RX_STOP;
                            else
                                rx_bit_cnt <= rx_bit_cnt + 1'b1;
                        end else
                            rx_baud_cnt <= rx_baud_cnt + 1'b1;
                    end
                end
                RX_STOP: begin
                    if (baud_en) begin
                        if (rx_baud_cnt == 4'd15) begin
                            rx_buf      <= rx_shift;
                            rda_reg     <= 1'b1;    
                            rx_state    <= RX_IDLE;
                            rx_baud_cnt <= 4'd0;
                        end else
                            rx_baud_cnt <= rx_baud_cnt + 1'b1;
                    end
                end
            endcase
        end
    end
    reg [7:0] db_out;
    always @(*) begin
        case (ioaddr)
            2'b00:   db_out = rx_buf;             
            2'b01:   db_out = {6'b0, tbr, rda};   
            default: db_out = 8'h00;
        endcase
    end
    assign databus = (iocs && iorw) ? db_out : 8'hzz;
endmodule
==> run notes <==
- Post-synth seq share: 0.504
- number of hold buffers added after CTS: 0
- CTS max path bufs: 2
- Die Ht: 129 um
- # Cells Yosys: 471
- cell resize tally after clock tree synthesis: 0
- Post-Synth XOR/XNOR Area: 0.0162
- total of flip-flops plus latches after synthesis: 97
- synth top area cells: dfrtp_1 43%, dfstp_2 7.6%, buf_4 6.8%
- Die Wd: 129 um
- Post-Synth Simple-Gate Area: 0.171
- most used standard cells in the synthesized netlist: 83 x dfrtp_1, 44 x buf_4, 38 x nand2_1
- outcome: did not finish
- Failed at: clock tree synthesis (4_1_cts)
- number of unconstrained endpoints: 35
- flip-flops with a built-in enable: 0
- number of top-level design ports: 106
- count of synthesis-stage warnings from yosys: 13
- Port Buf Inserts: 20
- library cell with the largest summed area after synthesis: dfrtp_1
- adder share: 0.0206
- synthesized area divided by synthesized cell count: 10.3 um2
- H-tree lvl count: 3
- count of buffers added by post-CTS timing repair for setup: 0
- fp util: 0.307
- final estimated routing congestion in global placement: 0.784
- gate count after technology mapping: 471
- Unique masters post-synth: 60
- dominant combinational cell family by area after synthesis: simple AND/OR/NAND/NOR gates
- area fraction of the dominant cell type after synthesis: 0.428
- total CTS buffers: 9
- run-stopping error: [error] [KeplerFormal.cpp:679] Workflow failed: Iso has multiple drivers: .GPIO3, GPIO[3]$_DFF_PN1_.Q0
- and-or/or-and share of the synthesized area: 0.130
- detailed-placement wirelength estimate: 5800 um
- share of cell area taken by muxes after synthesis: 0.0596
- Main synth FF type: dfrtp_1
- CTS root buffer: clkbuf_16
- chip area from the yosys synthesis statistics: 4850 um2
- Clock Sinks: 97
- fraction of registers with async set or reset after synthesis: 1.00
- most numerous cell in the Yosys netlist: dfrtp_1
- Post-Synthesis Cell Area: 4850 um2
- standard-cell rows: 46
-- stage by stage --
step           setup slack, ns  instances  area [um2]  utilization  hold slack [ns]
2_1_floorplan             4.35        505        4980            -            0.345
3_3_place_gp              3.38        684        5070        0.320            0.347
3_5_place_dp              3.35        684        5070        0.320            0.347
-- kinds of logic after synthesis --
family | Yosys count
compound gates | 98
xor+xnor | 9
buf+inv | 77
fa+ha+maj | 8
mux | 26
simple gates | 154
other cells | 2
flops | 97
